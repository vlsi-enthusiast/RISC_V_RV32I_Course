## design/flow/design.v

```verilog
module two_complement_subtractor (
input [3:0] A, B,
output reg[4:0] Diff, 
output reg Borr);
wire [4:0] diff;
assign diff = (~A+1) + B;
assign Diff = ~diff+1;
assign Borr = Diff[4];
endmodule 
```

## design/flow/constraint.sdc

```tcl
current_design two_complement_subtractor

set clk_period 3.5
set clk_io_pct 0.2

create_clock -name clk0 -period $clk_period

set non_clock_inputs [all_inputs -no_clocks]
set_input_delay [expr $clk_period * $clk_io_pct] -clock clk0 $non_clock_inputs
set_output_delay [expr $clk_period * $clk_io_pct] -clock clk0 [all_outputs]
```

## design/flow/config.mk

```make
export PLATFORM = sky130hd
export DESIGN_NAME = two_complement_subtractor
export DESIGN_NICKNAME = two_complement_subtractor
export VERILOG_FILES = /design/flow/design.v
export SDC_FILE = /design/flow/constraint.sdc
export NUM_CORES = 4
export LEC_CHECK = 1
export CORE_AREA = 10 10 70 70
export DIE_AREA = 0 0 80 80
```

## design/flow/run.sh

```bash
#!/bin/bash
# OpenROAD 26Q1-2900-gdf79404cd8, Yosys 0.63+post, stock flow scripts
make -C /OpenROAD-flow-scripts/flow DESIGN_CONFIG=/design/flow/config.mk WORK_HOME=/design/flow/orfs finish
```

==> results.yml <==
# yosys + openroad results
pwr:
  vdd_drop_max_mv: 0.0199
  power.leakage_nw: 0.196
  p_per_area_nw_per_um2: 192
route:
  wl_per_cell_um: 7.58
  via_per_inst: 2.56
  antenna_left: 0
  drt_pass1_iterations: 2
  drc: 0
  drt_iter0_markers: 6
  vias: 233
  antenna_cells: 0
  finalWirelength_um: 690
synth:
  synth_cell_types: 14
  topCellsByArea: "ha_1 28%, inv_1 12%, xnor2_1 12%"
  synth_cells: 28
  yosys_warnings: 2
  yosys-stat-area_um2: 226
  top_area_cell: "ha_1"
  yosys.area.top_type_share_pct: 27.6
  top_logic_kind: "adder cells"
  synth.avg_cell_area_um2: 8.09
  ys_sh_simple_pct: 9.39
  xor_share_pct: 22.7
  aoi_share_pct: 12.2
  ys_sh_adder_pct: 36.5
  synth_seq_share_pct: 0
  yosys-stat-cells: 28
  synth.cell_area_um2: 226
  ys_sh_mux_pct: 4.42
critical_path:
  critPathArrivalTime_ps: 2680
  end_kind: "output pin"
  timing_worst_setup_path_type: "primary input to output pin"
  cp-start-kind: "primary input"
  crit_fanout: 2
  worst_ep_required_time_ps: 2800
finish:
  most-common-layout-cells: "11 x clkdlybuf4s50_1, 7 x inv_1, 4 x buf_4"
  final_common_cell: "clkdlybuf4s50_1"
  areaGrowthSynthToFinish_pct: 100
  n_clock_buffer: 0
  flop-count: 0
  fin_area_um2: 453
  drive_above_1_share_pct: 26.7
  seqCellArea_um2: 0
  fill_cells: 394
  utilization_pct: 13.3
sta:
  worst_pin_slew_ps: 183
  report.final.slew_viol_count: 0
  rsz0062_at_grt: "no"
  fin_crit_sh_pct: 96.7
  hold_viol_final: 0
  slew_headroom_pct: 87.5
  period_minus_slack_ps: 3380
  setup_violations: 0
  max_freq_ghz: 0.295
grt:
  grt_max_degree: 5
  grt_overflow: 0
  antenna_found_initial: 0
  grt_pass1_wl_mm: 1.19
  track_usage_pct: 2.22
  grt_pass1_vias: 252
flow_run:
  drv_cap: 0
  tool_warnings: 32
status:
  status: "finished clean"
placed_design:
  dp_hpwl_um: 649
  gp_congestion: 0.701
  place.port_buffers: 14
  placed_area_um2: 439
worst_hold_path:
  hold_depth: 6
  hold_class: "primary input to output pin"
  hold_end: "Diff[4]"
  min_from: "A[3]"
floorplanning:
  core_um2: 3420
  initCoreUtil_pct: 6.63
  ios: 14
  rows: 21
  die_y_um: 80
  die_width_um: 80
  die_area_um2: 6400
clock_network:
  cts_hold_buf: 0
[how the worst max path moves through the flow]
stage / slack [ps] / cells past startpoint / from / to
CTS: 40 / 8 / B[0] / Diff[3]
global route: 20 / 9 / B[0] / Borr
finish: 120 / 7 / B[0] / Diff[3]
[synthesized netlist by cell type]
library cell	instances
fa_1	1
buf_4	1
xor2_2	1
ha_1	5
nand3_1	2
nand3b_1	1
o21ai_2	1
a21o_2	1
inv_1	7
a21oi_1	2
nand2_1	1
mux2i_1	1
xor2_1	1
xnor2_1	3
[critical path, stage by stage]
cell	delay, ps
clkdlybuf4s50_1	450
inv_1	40
ha_2	180
fa_2	560
nand3_1	100
xnor2_1	170
clkdlybuf4s50_1	480
[repair_timing]
item / CTS / global route
gates resized: 7 / 4
endpoints found under the setup margin: 4 / 3
pin swaps: 4 / 2
setup buffers: 1 / 1
[per-stage QoR]
stage	power [W]	setup TNS, ps	worst slack [ps]	instances	hold slack (ps)
detailed placement	0.0000885	-687	-259	90	2470
floorplan	0.0000363	0	722	28	1560
finish	0.0000869	0	116	91	2260
global route	0.0000975	0	24.3	91	2320
global placement	0.0000873	-601	-222	90	2480
CTS	0.0000880	0	35.5	90	2410
[per-layer routing]
metal / wire length, um / share of wire, % / vias up / track usage [%]
met5: 0 / 0 / - / 0
met4: 0 / 0 / 0 / 0
met3: 24 / 3.5 / 0 / 0.227
met2: 446 / 65 / 3 / 5.30
met1: 219 / 32 / 108 / 1.85
li1: - / - / 122 / -
[cells by family (layout without fill, tap and decap cells)]
kind of cell / after synthesis / after routing
compound gates: 4 / 4
xor+xnor: 5 / 5
fa+ha+maj: 6 / 6
buf+inv: 8 / 25
mux: 1 / 1
simple gates: 4 / 4
[cell type report]
type | instances | area [um^2] | area share, %
timing repair buffer | 18 | 159 | 35.1
tap | 46 | 57.6 | 12.7
multi-input combinational | 20 | 210 | 46.4
inverter | 7 | 26.3 | 5.80
[power breakdown]
part           internal (W)   total, W  leakage, nW  switching, W
combinational     0.0000572  0.0000869        0.196     0.0000298
clock                     0          0            0             0
sequential                0          0            0             0
Power is estimated from default activity; no workload was simulated.
