===== design.v =====
module half_subtractor_data (
input A, B, 
output reg Diff, 
output reg Bor);
assign Diff = A ^ B;
assign Bor =  ~A & B;
endmodule
module fas (
input A, B,
input Bin,
output Diff,
output reg Bor);
wire w1; 
wire b1, b2;
half_subtractor_data h1(.A(A),.B(B),.Diff(w1),.Bor(b1));
half_subtractor_data h2(.A(Bin),.B(w1),.Diff(Diff),.Bor(b2));
assign Bor = b1 | b2;
endmodule
module ripple_borrow_subtractor (
input [3:0] A, B,
input Bin,
output [3:0] Diff,
output Bor);
wire b0, b1, b2;
fas fs1(.A(A[0]),.B(B[0]),.Bin(Bin),.Diff(Diff[0]),.Bor(b0));
fas fs2(.A(A[1]),.B(B[1]),.Bin(b0),.Diff(Diff[1]),.Bor(b1));
fas fs3(.A(A[2]),.B(B[2]),.Bin(b1),.Diff(Diff[2]),.Bor(b2));
fas fs4(.A(A[3]),.B(B[3]),.Bin(b2),.Diff(Diff[3]),.Bor(Bor));
endmodule

===== run.sh =====
#!/bin/bash
# OpenROAD 26Q1-2900-gdf79404cd8, Yosys 0.63+post, stock flow scripts
make -C /OpenROAD-flow-scripts/flow DESIGN_CONFIG=/design/flow/config.mk WORK_HOME=/design/flow/orfs finish

===== config.mk =====
export PLATFORM = sky130hd
export DESIGN_NAME = ripple_borrow_subtractor
export DESIGN_NICKNAME = ripple_borrow_subtractor
export VERILOG_FILES = /design/flow/design.v
export SDC_FILE = /design/flow/constraint.sdc
export NUM_CORES = 4
export LEC_CHECK = 1
export CORE_AREA = 10 10 70 70
export DIE_AREA = 0 0 80 80

===== constraint.sdc =====
current_design ripple_borrow_subtractor

set clk_period 2.4
set clk_io_pct 0.2

create_clock -name clk0 -period $clk_period

set non_clock_inputs [all_inputs -no_clocks]
set_input_delay [expr $clk_period * $clk_io_pct] -clock clk0 $non_clock_inputs
set_output_delay [expr $clk_period * $clk_io_pct] -clock clk0 [all_outputs]

==> results_slide.txt <==
Flow Results at a Glance

Run status
  – Status: finished, final reports clean

Final timing
  – Period minus WS final: 2381 ps
  – WHS: 1631 ps
  – Final Hold Vio Count: 0
  – Setup slack after layout: 19.47 ps
  – Fin crit share: 0.9919
  – Worst-Margin Slew: 105.7 ps
  – Slew Limit Fails: 0
  – Max_slew headroom: 0.9294
  – RSZ-0062 raised after global routing: true
  – Fmax: 420.1 MHz
  – Setup Viol. Count Final: 0

Synth
  – Register area share after synthesis: 0
  – Area leader share: 0.5096
  – Synthesized area: 196.4 um^2
  – Yosys stat cell total: 29
  – Synth area leaders: ha_1 (51%), inv_1 (25%), buf_4 (15%), nor2_1 (5.7%), or2_1 (3.2%)
  – Syn Inst Count: 29
  – Yosys chip area: 196.4 um^2
  – Synthesized area per cell: 6.774 um^2
  – Netlist cell types: 5
  – Ys Warns: 3
  – Largest area contributor in the netlist: ha_1

Setup path
  – CP Buf/Inv Count: 4
  – Crit-path cells: buf_6 -> inv_4 -> ha_4 -> inv_2 -> ha_4 -> nor2_4 -> ha_4 -> nor2_4 -> ha_4 -> nor2_4 -> ha_4 -> or2_1 -> buf_2
  – WP data required: 1920 ps
  – Arrival time at the worst endpoint: 1900 ps
  – Slowest stage delay, CP: 190 ps
  – Worst setup SP type: input pin
  – CP dominant cell by count: ha_4
  – Crit end category: output pin
  – CP Max Fanout: 1
  – CP max-delay cell: or2_1
  – Setup crit start: A[0]
  – Critical path class: input pin to output pin
  – Crit-path leading delay family: adder cells

Worst hold path
  – Hold crit path type: input pin to output pin
  – Hold path startpoint: A[2]

Drt
  – DRC viols: 0
  – DRT Pass-1 Iters: 1
  – DRT iter0 DRCs: 0
  – Mean number of vias per cell: 2.224
  – Post-DRT Antenna Nets: 0
  – Ant diodes: 0
  – DR vias: 189
  – Final Routed Wirelength: 515 um
  – Routed length per instance: 6.059 um

Floorplan
  – FP Util: 0.05751
  – Die span in y: 80 um
  – Die Wd: 80 um
  – I/O Pins: 14
  – Row count: 21
  – Die area: 6400 um^2
  – Core Footprint: 3416 um^2

Layout
  – Clock buffer count: 0
  – Flop count: 0
  – Commonest Layout Cell: inv_1
  – Layout cells sized above 1: 0.3846
  – Post-route design area: 444.2 um^2
  – Sequential Area: 0 um^2
  – Top cells excl fill/tap: inv_1 (10), ha_4 (5), clkdlybuf4s50_1 (5)
  – Number of fill cells: 396
  – Area added between synthesis and finish: 126.1%
  – Final core utilization: 0.1300

Power and ir drop
  – Peak supply drop: 0.06297 mV
  – Switching part of the total: 0.3677
  – Power share of the clock group: 0
  – Combinational share of power: 1.000
  – Seq pwr share: 0
  – Pwr Density: 204.6 nW/um^2
  – Total power: 90.86 uW
  – P_leak: 0.2146 nW
  – Power Internal: 57.45 uW
  – Net Sw Power: 33.41 uW

Global route
  – Number of global-route vias before repair: 206
  – Grt ovf: 0
  – Largest net degree at the start of global routing: 2
  – Initial antenna violation count: 0
  – First-pass GRT wire length: 821 um
  – GRT Util Overall: 0.01501

Placement
  – Port Buf Inserts: 14
  – Gpl congestion: 0.6498
  – Dpl ws: -891.9 ps
  – Dpl hpwl: 449.3 um
  – Placed inst area: 364.1 um^2

Job
  – MaxCap Viol Count: 0
  – Stage-log warning count: 34

Clock network
  – Postcts setup bufs: 0
==> logic make-up after synthesis <==
group	count (synthesis)	share of synthesized area
buf+inv	17	0.4013
fa+ha+maj	8	0.5096
simple gates	4	0.08919
==> synth_stat cells <==
cell and n:
buf_4 4, nor2_1 3, inv_1 13, or2_1 1, ha_1 8
==> path summary, 6_finish.rpt <==
check,endpoint,slack [ps],cells after the start
worst max-delay path,Bor,20,13
worst min-delay path,Diff[3],1630,7
==> what timing repair did <==
action / 4_1_cts / 5_1_grt
setup endpoints to repair: 5 / 4
hold buffers: 0 / 0
gates resized: 31 / 9
pin swaps: 10 / 5
==> layer usage <==
metal,part of all wire,wire length [um],vias to the layer above,GRT usage
li1,-,-,98,-
met1,0.43,223,80,0.01714
met2,0.41,213,11,0.02648
met3,0.15,79,0,0.006818
met4,0,0,0,0
met5,0,0,-,0
==> cell type report <==
type,instances,area (um^2),area share
repair buffers,14,132.6,0.2986
inverters,13,51.30,0.1155
well taps,46,57.56,0.1296
multi-input cells,12,202.7,0.4563
==> through the flow <==
step | std cells | setup TNS [ps]
4_1_cts | 85 | -44.60
2_1_floorplan | 29 | 0
3_5_place_dp | 85 | -2958
3_3_place_gp | 85 | -2924
6_report | 85 | 0
5_1_grt | 85 | -105.3
==> power groups by stage <==
stage,sequential (mW),combinational [mW],clock [mW]
4_1_cts,0,0.0748,0
5_1_grt,0,0.105,0
6_report,0,0.0909,0
Power and IR drop assume default switching activity.
