$ cat flow/run.sh
#!/bin/bash
# OpenROAD 26Q1-2900-gdf79404cd8, Yosys 0.63+post, stock flow scripts
make -C /OpenROAD-flow-scripts/flow DESIGN_CONFIG=/design/flow/config.mk WORK_HOME=/design/flow/orfs finish
$ cat flow/config.mk
export PLATFORM = sky130hd
export DESIGN_NAME = cla_4
export DESIGN_NICKNAME = cla_4
export VERILOG_FILES = /design/flow/design.v
export SDC_FILE = /design/flow/constraint.sdc
export NUM_CORES = 4
export LEC_CHECK = 1
export CORE_AREA = 10 10 70 70
export DIE_AREA = 0 0 80 80
$ cat flow/constraint.sdc
current_design cla_4

set clk_period 5.0
set clk_io_pct 0.2

create_clock -name clk0 -period $clk_period

set non_clock_inputs [all_inputs -no_clocks]
set_input_delay [expr $clk_period * $clk_io_pct] -clock clk0 $non_clock_inputs
set_output_delay [expr $clk_period * $clk_io_pct] -clock clk0 [all_outputs]
$ cat flow/design.v
module cla_4 (
 input [3:0] A, B,
 input Cin,
 output [3:0] Sum,
 output Cout);
wire [3:0] P,G;
wire [4:0] C;
assign P[0] = A[0] ^ B[0];
assign P[1] = A[1] ^ B[1];
assign P[2] = A[2] ^ B[2];
assign P[3] = A[3] ^ B[3];
assign G[0] = A[0] & B[0];
assign G[1] = A[1] & B[1];
assign G[2] = A[2] & B[2];
assign G[3] = A[3] & B[3];
assign C[0] = Cin;
  assign C[1] = G[0] | (P[0] & C[0]);
  assign C[2] = G[1] | (P[1] & C[1]);
  assign C[3] = G[2] | (P[2] & C[2]);
  assign C[4] = G[3] | (P[3] & C[3]);
  assign Sum[0] = P[0] ^ C[0];
  assign Sum[1] = P[1] ^ C[1];
  assign Sum[2] = P[2] ^ C[2];
  assign Sum[3] = P[3] ^ C[3];
assign Cout = C[4];
endmodule
==> notes.md <==
run metrics: run status complete, no violations, antenna violations before repair 0, Worst Hold Class in -> out, # IOs 14, Crit path max-delay family adder cells, floorplan utilization 0.0344, LEAKAGE 0.137 nW, CLK BUF 0, first-pass GRT wire length 696 um, antenna-violating nets left 0, Rows 21, sequential cell area 0 um^2, Post-route DRC 0, hold buffers post-CTS 0, relative slew slack 0.931, setup ws final 0.521 ns, Sw Ratio 0.282, flip-flops 0, number of max-cap violations 0, maximum vdd drop 0.0000273 V, Vias/cell 1.74, Worst Tran Pin Value 0.104 ns, Seq share, synth 0, final setup fails 0, combinational cell fraction of total power 1.000, Fmax achieved 0.223 GHz, Fillers 401, cells in synth_stat.txt 14, WP data required 4.00 ns, Chip Area, Yosys 118 um^2, DRT iter0 DRCs 0, half-perimeter wire length after placement 461 um, final instance area 315 um^2, Remaining Overflow, GRT 0, most common cell in the netlist inv_1, Placeable Area 3420 um^2, layout cells sized above 1 0, worst slack at placement 0.459 ns, Post-CTS Setup Repair Bufs 0, CP cell instances clkdlybuf4s50_1 > inv_1 > fa_1 > inv_1 > fa_1 > fa_1 > inv_1 > fa_1 > inv_1 > clkdlybuf4s50_1, Setup TNS Final 0 ns, Die ar. 6400 um^2, Final Critical Period 4.48 ns, Final Cycle Share 0.896, Pwr Density 91.7 nW/um^2, placed insts 74, synthesized area 118 um^2, gpl congestion 0.779, Slowest-stage cell, CP clkdlybuf4s50_1, power share of the sequential group 0, post-route insts no fill 74, Critical path buffers and inverters 6, max-slew violations 0, Top cell area share 0.681, synthesis-to-finish area growth 168%, critical path class in -> out, synth unique cells 2, Largest stage delay, worst path 0.47 ns, area leader, netlist fa_1, Total GRT Usage 0.0137, largest net degree at the start of global routing 2, Data arrival, critical path 3.48 ns, final wirelength 446 um, number of global-route vias before repair 141, Synth top cells by count inv_1 (10), fa_1 (4), # resized after CTS 0, placed cell area 315 um^2, router iterations before antenna repair 1, largest fanout on the critical path 1, Clock power frac 0, Antenna Cells 0, Int Pwr 0.0208 mW, final hold vios 0, Ys Warns 0, top cells by area, synth fa_1 (68%), inv_1 (32%), crit end category output pin, CP Launch Type input port, hold slack 3.06 ns, synthesized area per cell 8.40 um^2, DR WL/cell 6.03 um, die width 80 um, RSZ-0062 raised after global routing false, # port buffers 14, Die Height 80 um, Tool Warnings 32, Cells after Synth 14, Net Sw Power 0.00814 mW, total number of vias 129
==> layout make-up <==
cell class | instances | area [um^2] | share of cell area
multi-input combinational | 4 | 80.1 | 0.254
tap | 46 | 57.6 | 0.183
timing repair buffer | 14 | 140 | 0.444
inverter | 10 | 37.5 | 0.119
==> per-layer routing <==
| metal | up-vias | GRT usage | wire length, um |
|---|---|---|---|
| li1 | 60 | - | - |
| met1 | 56 | 0.0207 | 227 |
| met2 | 13 | 0.0185 | 139 |
| met3 | 0 | 0.00568 | 79 |
| met4 | 0 | 0 | 0 |
| met5 | - | 0 | 0 |
==> cells by family (layout without fill, tap and decap cells) <==
logic type / after synthesis / after routing / share of synthesized area
adder cells (fa/ha/maj): 4 / 4 / 0.681
buffers and inverters: 10 / 24 / 0.319
==> per-stage QoR <==
| stage | utilization | power (mW) |
|---|---|---|
| floorplan | - | 0.00523 |
| global placement | 0.0923 | 0.0289 |
| detailed placement | 0.0923 | 0.0302 |
| CTS | 0.0923 | 0.0304 |
| global route | 0.0923 | 0.0326 |
| finish | 0.0923 | 0.0289 |
==> path summary, 6_finish.rpt <==
path | startpoint | to | slack, ns | cells past startpoint
max | B[0] | Sum[3] | 0.52 | 10
min | B[3] | Cout | 3.06 | 5
==> power by group through the flow <==
stage     clock, mW  combinational (mW)  sequential, mW
6_report          0              0.0289               0
5_1_grt           0              0.0326               0
4_1_cts           0              0.0304               0
==> placed cells by master, fill, tap and decap left out, drive strengths merged <==
| cell type | instances |
|---|---|
| inv | 10 |
| fa | 4 |
| clkdlybuf4s50 | 14 |
Power and IR drop assume default switching activity.
